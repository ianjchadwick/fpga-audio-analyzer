## config.mk

```make
export PLATFORM = sky130hd
export DESIGN_NAME = debounce
export DESIGN_NICKNAME = debounce
export VERILOG_FILES = /design/flow/design.v
export SDC_FILE = /design/flow/constraint.sdc
export NUM_CORES = 4
export LEC_CHECK = 1
export CORE_AREA = 10 10 99 99
export DIE_AREA = 0 0 109 109
export SYNTH_HDL_FRONTEND = slang
```

## constraint.sdc

```tcl
current_design debounce

set clk_period 5.8
set clk_io_pct 0.2

create_clock -name clk0 -period $clk_period [get_ports {clk}]

set non_clock_inputs [all_inputs -no_clocks]
set_input_delay [expr $clk_period * $clk_io_pct] -clock clk0 $non_clock_inputs
set_output_delay [expr $clk_period * $clk_io_pct] -clock clk0 [all_outputs]
```

## design.v

```verilog
`timescale 1ns / 1ps
   module debounce(button, clk, button_out);
    input button, clk;
    output reg button_out;
    reg [26:0] counter = 27'd0;
    always@(posedge clk)
    begin
        if(button == 1'b1)
            begin
                if(counter == 27'd99_999_999)
                    begin
                        button_out <= 1'b1;
                        counter <= 27'd0;
                    end
                else
                    begin
                        button_out <= 1'b0;
                        counter <= counter+1'b1;
                    end
            end
        else
            begin
                counter <= 27'd0;
            end
    end
 endmodule
```

## run.sh

```bash
#!/bin/bash
# OpenROAD 26Q1-2900-gdf79404cd8, Yosys 0.63+post, stock flow scripts
make -C /OpenROAD-flow-scripts/flow DESIGN_CONFIG=/design/flow/config.mk WORK_HOME=/design/flow/orfs finish
```

==> out/summary.txt <==
overall power of the completed layout: 0.000325 W
gr ovfl total: 0
final standard cell count with taps included and fillers excluded: 259
Psw: 0.0000658 W
number of antenna violations at the first check in global routing: 0
worst skew pair latency: 0.27 ns
RSZ-0062 raised after global routing: false
global-route layer with the greatest usage: met2
cell type with the highest aggregate area in the netlist: sky130_fd_sc_hd__dfxtp_1
launching element type of the critical path: flip-flop
Top Layout Cells: sky130_fd_sc_hd__dfxtp_1, sky130_fd_sc_hd__nor2_1, sky130_fd_sc_hd__nand3_1, sky130_fd_sc_hd__a21oi_1, sky130_fd_sc_hd__xor2_1
worst setup margin: 3.58 ns
Post CTS Setup Buffer Count: 0
Yosys chip area: 1390 um2
Place WS: 3.51 ns
critical path endpoint category: output pin
final instance area: 1570 um2
met1 capacity usage during global routing: 6.15%
Post-synth EDFFs: 1
max incr delay on CP: 0.46 ns
global-route wire length before repair: 4.64 mm
share of synthesized area occupied by flip-flops and latches: 41.2%
largest vdd supply drop: 0.000104 V
minimum clock period after layout: 2.22 ns
Post-Syn Area per Cell: 8.94 um2
commonest non-fill, non-tap cell in the layout: sky130_fd_sc_hd__dfxtp_1
HP Class: flip-flop to flip-flop
synthesized netlist cell count: 155
biggest area contributors in the synthesized netlist: sky130_fd_sc_hd__dfxtp_1, sky130_fd_sc_hd__xor2_1, sky130_fd_sc_hd__nor2_1
count of vias placed by the detailed router: 1116
max-cap violation count: 0
part of the total power dissipated in combinational logic: 2.6%
Buffers on Ports: 2
cell total after placement: 255
Die Size: 11900 um2
area of the core: 7730 um2
die height: 109 um
post-synthesis cell area: 1390 um2
Final period util: 38.3%
Unique masters post-synth: 39
gpl congestion: 0.772
fraction of registers with async set/reset: 0%
power density relative to cell area: 207 nW/um2
final hold violations: 0
clock transition at the registers of the reported paths: 0.10 ns
number of pins exceeding their max-slew limit in the final report: 0
flops & latches, synth: 28
GR Layer Usage met3: 1.31%
clock network fraction of total power: 36.8%
kind of critical path: flip-flop to output pin
initial core utilization: 17.9%
Crit path arrival time: 1.06 ns
slack of the worst reg-to-reg path: 3.71 ns
critical-path cell list: clkdlybuf4s50_1
Worst path top cell family by delay: buffers and inverters
required time at the endpoint of the critical path: 4.64 ns
post-detail-place hpwl: 1.86 mm
tally of nets with antenna violations remaining after routing: 0
remaining design rule violation count: 0
Slew @ Worst Pin: 0.774 ns
via count of the first global-routing pass: 1025
OpenROAD warning count: 25
internal power: 0.000259 W
post-place instance area: 1510 um2
sequential fraction of design power: 60.6%
number of top-level pins: 3
depth of the CTS H-tree: 1
routing usage on met2: 7.37%
number of vias per cell: 4.31
area share of the largest cell type after synthesis: 39.0%
Detailed Route WL: 2.63 mm
die x size: 109 um
leakage power total: 0.482 nW
count of hold-fix buffers inserted at cts: 0
final setup violation count: 0
antenna diode instance count: 0
iteration count of the initial detailed-routing pass: 4
number of cells in Yosys stat: 155
Max FO, Critical Path: 1
master cell of the clock root buffer: sky130_fd_sc_hd__clkbuf_8
1st-iter DRT viols: 41
Layout Area Growth over Synthesis: 13.2%
worst-path cell with the longest stage delay: sky130_fd_sc_hd__clkdlybuf4s50_1
run status: complete, no violations
Fmax achieved: 0.451 GHz
routed length per instance: 10.1 um
number of buffers inserted during clock tree synthesis: 3
worst slew slack as a fraction of its limit: 48.0%
Total Neg Setup Slack: 0 ns
ratio of cells with drive above 1 in the final layout: 10.8%
clock tree from TritonCTS: yes
Max Clock Skew: 0.00902 ns
number of buffers and inverters on the critical path: 1
largest net degree at the start of global routing: 27
dominant register cell in the synthesized netlist: sky130_fd_sc_hd__dfxtp_1
count of standard-cell rows: 32
Max Buffers Root-to-Sink: 2
Clock Sinks: 28
count of instances resized after the clock tree is built: 0
switch share: 20.2%
total track usage: 4.57%
YS warnings: 0
==> final timing paths <==
path / startpoint / to / cells past startpoint
setup / recovery: button_out / button_out / 1
hold / removal: counter[0] / counter[0] / 1
setup reg to reg: counter[0] / counter[20] / 5
hold reg to reg: counter[0] / counter[0] / 1
==> power by group through the flow <==
stage	Combinational, W	Clock [W]	Sequential (W)
global route	0.00000985	0.000129	0.000197
CTS	0.00000867	0.000124	0.000197
finish	0.00000856	0.000120	0.000197
==> metrics by stage <==
| stage | hold WS [ns] | util [%] |
|---|---|---|
| 6_report | 0.467 | 20.3 |
| 5_1_grt | 0.497 | 20.3 |
| 4_1_cts | 0.475 | 20.3 |
| 3_5_place_dp | 0.451 | 19.6 |
| 3_3_place_gp | 0.444 | 19.6 |
| 2_1_floorplan | 0.426 | - |
==> state kept, by name, summed over array words and instances, names as in the netlist <==
| register | flops |
|---|---|
| button_out | 1 |
| counter | 27 |
==> area by class of cell <==
class / instances / area (um2)
Multi-Input combinational cell: 120 / 779
Fill cell: 838 / 6160
Clock buffer: 4 / 55.1
Inverter: 2 / 7.51
Sequential cell: 28 / 571
Timing Repair Buffer: 3 / 27.5
Tap cell: 102 / 128
==> cells by family after synthesis <==
group | after synthesis | synth area share [%]
adder cells (fa/ha/maj) | 1 | 0.903
flip-flops | 28 | 41.2
XOR/XNOR | 13 | 8.22
AND-OR/OR-AND | 25 | 12.1
buffers and inverters | 7 | 2.53
AND/OR/NAND/NOR | 81 | 35.1
==> layer usage <==
metal  routed length [um]  part of all wire [%]
met3                   81                   3.1
met4                   34                   1.3
met1                 1370                    52
met5                    0                     0
met2                 1150                    44
==> cells in the mapped netlist (2+ instances only) <==
cell type / number
sky130_fd_sc_hd__dfxtp_1: 27
sky130_fd_sc_hd__nor2_1: 16
sky130_fd_sc_hd__a21oi_1: 11
sky130_fd_sc_hd__nand3_1: 11
sky130_fd_sc_hd__xor2_1: 9
sky130_fd_sc_hd__nand4_1: 8
sky130_fd_sc_hd__nand2_1: 7
sky130_fd_sc_hd__o21ai_0: 7
sky130_fd_sc_hd__nor4_1: 5
sky130_fd_sc_hd__and2_1: 4
sky130_fd_sc_hd__and3_1: 4
sky130_fd_sc_hd__nand3b_1: 4
sky130_fd_sc_hd__or3_1: 4
sky130_fd_sc_hd__xnor2_1: 4
sky130_fd_sc_hd__and4_1: 3
sky130_fd_sc_hd__buf_4: 2
sky130_fd_sc_hd__clkbuf_1: 2
sky130_fd_sc_hd__inv_1: 2
sky130_fd_sc_hd__nor3_1: 2
sky130_fd_sc_hd__o31ai_1: 2
sky130_fd_sc_hd__o41ai_1: 2
sky130_fd_sc_hd__or3_2: 2
Power is estimated from default activity; no workload was simulated.
