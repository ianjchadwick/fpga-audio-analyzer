`design/flow/run.sh`:
```
#!/bin/bash
# OpenROAD 26Q1-2900-gdf79404cd8, Yosys 0.63+post, stock flow scripts
make -C /OpenROAD-flow-scripts/flow DESIGN_CONFIG=/design/flow/config.mk WORK_HOME=/design/flow/orfs finish
```
`design/flow/config.mk`:
```
export PLATFORM = sky130hd
export DESIGN_NAME = comparison
export DESIGN_NICKNAME = comparison
export VERILOG_FILES = /design/flow/design.v
export SDC_FILE = /design/flow/constraint.sdc
export NUM_CORES = 4
export LEC_CHECK = 1
export CORE_UTILIZATION = 40
export SYNTH_HDL_FRONTEND = slang
```
`design/flow/constraint.sdc`:
```
current_design comparison

set clk_period 14.2
set clk_io_pct 0.2

create_clock -name clk0 -period $clk_period [get_ports {clk}]

set non_clock_inputs [all_inputs -no_clocks]
set_input_delay [expr $clk_period * $clk_io_pct] -clock clk0 $non_clock_inputs
set_output_delay [expr $clk_period * $clk_io_pct] -clock clk0 [all_outputs]
```
`design/flow/design.v`:
```
`timescale 1ns / 1ps
module comparison(
input clk,
      enable, 
      start,                
input [14:0] sung_freq_in,  
             ref_freq_in,
output reg rd_en = 1'b0,
output reg score_ready = 1'b0,             
output reg [3:0] score = 4'd0);
localparam
IDLE    = 3'b000,
OCTAVES = 3'b001,
CENTER  = 3'b010,
SCORE   = 3'b011,
FINISH  = 3'b111;
reg [2:0] counter = 3'd0;
reg [2:0] STATE   = 3'd0;
reg [3:0] ref_oct = 4'd0;
reg [14:0] octave [8:0];
reg [14:0] sung_in_reg = 15'd0,
           ref_in_reg  = 15'd0,
           oct_above0  = 15'd0,
           oct_above1  = 15'd0,
           oct_above2  = 15'd0,
           oct_above3  = 15'd0,
           oct_above4  = 15'd0,
           oct_above5  = 15'd0,
           oct_above6  = 15'd0,
           oct_above7  = 15'd0,
           oct_above8  = 15'd0,
           oct_below0  = 15'd0,
           oct_below1  = 15'd0,
           oct_below2  = 15'd0,
           oct_below3  = 15'd0,
           oct_below4  = 15'd0,
           oct_below5  = 15'd0,
           oct_below6  = 15'd0,
           oct_below7  = 15'd0,
           oct_below8  = 15'd0;
always@(posedge clk)begin
if(enable) begin
case(STATE)
   IDLE: begin
           ref_oct     <= 4'd0;
           score_ready <= 1'b0;
           oct_above0  <= 15'd0;
           oct_above1  <= 15'd0;
           oct_above2  <= 15'd0;
           oct_above3  <= 15'd0;
           oct_above4  <= 15'd0;
           oct_above5  <= 15'd0;
           oct_above6  <= 15'd0;
           oct_above7  <= 15'd0;
           oct_above8  <= 15'd0;
           oct_below0  <= 15'd0;
           oct_below1  <= 15'd0;
           oct_below2  <= 15'd0;
           oct_below3  <= 15'd0;
           oct_below4  <= 15'd0;
           oct_below5  <= 15'd0;
           oct_below6  <= 15'd0;
           oct_below7  <= 15'd0;
           oct_below8  <= 15'd0;
            if(start)
                begin
                    ref_in_reg <= ref_freq_in;    
                    sung_in_reg <= sung_freq_in;  
                    rd_en <= 1'b1;
                    STATE <= OCTAVES;
                end
            else
                STATE <= IDLE;
         end 
   OCTAVES: begin
              STATE <= CENTER;
              rd_en <= 1'b0;
              if(ref_in_reg > 15'd4_000)
                ref_oct <= 4'd8;
              else if ((ref_in_reg <= 15'd4_000) &&  (ref_in_reg > 15'd2_000))
                ref_oct <= 4'd7;
              else if ((ref_in_reg <= 15'd2_000) &&  (ref_in_reg > 15'd1_000))
                ref_oct <= 4'd6;
              else if ((ref_in_reg <= 15'd1_000) &&  (ref_in_reg > 15'd500))
                ref_oct <= 4'd5;
              else if ((ref_in_reg <= 15'd500) &&  (ref_in_reg > 15'd250))
                ref_oct <= 4'd4;
              else if ((ref_in_reg <= 15'd250) &&  (ref_in_reg > 15'd125))
                ref_oct <= 4'd3;  
              else if ((ref_in_reg <= 15'd125) &&  (ref_in_reg > 15'd62))
                ref_oct <= 4'd2;
              else if ((ref_in_reg <= 15'd62) &&  (ref_in_reg > 15'd31))
                ref_oct <= 4'd1;
              else
                ref_oct <= 4'd0;
              if(ref_in_reg < 15'd4_000)
                    oct_above0 <= ref_in_reg << 1;
               else
                    oct_above0 <= 15'd0;
              if(ref_in_reg <= 15'd2_000)
                    oct_above1 <= ref_in_reg << 2;
               else
                    oct_above1 <= 15'd0;
              if(ref_in_reg <= 15'd1_000)
                    oct_above2 <= ref_in_reg << 3;
               else
                    oct_above2 <= 15'd0;
              if(ref_in_reg <= 15'd500)
                    oct_above3 <= ref_in_reg << 4;
               else
                    oct_above3 <= 15'd0;
              if(ref_in_reg <= 15'd250)
                    oct_above4 <= ref_in_reg << 5;
               else
                    oct_above4 <= 15'd0;
               if(ref_in_reg <= 15'd125)
                    oct_above5 <= ref_in_reg << 6;
               else
                    oct_above5 <= 15'd0;
               if(ref_in_reg <= 15'd62)
                    oct_above6 <= ref_in_reg << 7;
               else
                    oct_above6 <= 15'd0;
               if(ref_in_reg <= 15'd32)
                    oct_above7 <= ref_in_reg << 8;
               else
                    oct_above7 <= 15'd0;
              if (ref_in_reg >= 15'd4_000)
                    begin
                    oct_below7 <= ref_in_reg >> 8;
                    end
              else
                    oct_below7 <= 15'd0;
              if (ref_in_reg >= 15'd2_000)
                    begin
                    oct_below6 <= ref_in_reg >> 7;
                    end
              else
                    oct_below6 <= 15'd0;
              if (ref_in_reg >= 15'd1_000)
                    begin
                    oct_below5 <= ref_in_reg >> 6;
                    end
              else
                    oct_below5 <= 15'd0;
              if (ref_in_reg >= 15'd500)
                    begin
                    oct_below4 <= ref_in_reg >> 5;
                    end
              else
                    oct_below4 <= 15'd0;
              if (ref_in_reg >= 15'd250)
                    begin
                    oct_below3 <= ref_in_reg >> 4;
                    end
              else
                    oct_below3 <= 15'd0;
              if (ref_in_reg >= 15'd125)
                    begin
                    oct_below2 <= ref_in_reg >> 3;
                    end
              else
                    oct_below2 <= 15'd0;
              if (ref_in_reg >= 15'd62)
                    begin
                    oct_below1 <= ref_in_reg >> 2;
                    end
              else
                    oct_below1 <= 15'd0;
             if (ref_in_reg >= 15'd32)
                    begin
                    oct_below0 <= ref_in_reg >> 1;
                    end
              else
                    oct_below0 <= 15'd0;
            end 
     CENTER: begin
                STATE <= SCORE;
                case(ref_oct)
                4'd0: begin
                      octave[0] <= ref_in_reg;
                      octave[1] <= oct_above0;
                      octave[2] <= oct_above1;
                      octave[3] <= oct_above2;
                      octave[4] <= oct_above3;
                      octave[5] <= oct_above4;
                      octave[6] <= oct_above5;
                      octave[7] <= oct_above6;
                      octave[8] <= oct_above7;
                      end
                4'd1: begin
                      octave[0] <= oct_below0;
                      octave[1] <= ref_in_reg;
                      octave[2] <= oct_above0;
                      octave[3] <= oct_above1;
                      octave[4] <= oct_above2;
                      octave[5] <= oct_above3;
                      octave[6] <= oct_above4;
                      octave[7] <= oct_above5;
                      octave[8] <= oct_above6;
                      end
                4'd2: begin
                      octave[0] <= oct_below1;
                      octave[1] <= oct_below0;
                      octave[2] <= ref_in_reg;
                      octave[3] <= oct_above0;
                      octave[4] <= oct_above1;
                      octave[5] <= oct_above2;
                      octave[6] <= oct_above3;
                      octave[7] <= oct_above4;
                      octave[8] <= oct_above5;
                      end
                4'd3: begin
                      octave[0] <= oct_below2;
                      octave[1] <= oct_below1;
                      octave[2] <= oct_below0;
                      octave[3] <= ref_in_reg;
                      octave[4] <= oct_above0;
                      octave[5] <= oct_above1;
                      octave[6] <= oct_above2;
                      octave[7] <= oct_above3;
                      octave[8] <= oct_above4;
                      end
                4'd4: begin
                      octave[0] <= oct_below3;
                      octave[1] <= oct_below2;
                      octave[2] <= oct_below1;
                      octave[3] <= oct_below0;
                      octave[4] <= ref_in_reg;
                      octave[5] <= oct_above0;
                      octave[6] <= oct_above1;
                      octave[7] <= oct_above2;
                      octave[8] <= oct_above3;
                      end
                4'd5: begin
                      octave[0] <= oct_below4;
                      octave[1] <= oct_below3;
                      octave[2] <= oct_below2;
                      octave[3] <= oct_below1;
                      octave[4] <= oct_below0;
                      octave[5] <= ref_in_reg;
                      octave[6] <= oct_above0;
                      octave[7] <= oct_above1;
                      octave[8] <= oct_above2;
                      end
                4'd6: begin
                      octave[0] <= oct_below6;
                      octave[1] <= oct_below5;
                      octave[2] <= oct_below4;
                      octave[3] <= oct_below3;
                      octave[4] <= oct_below2;
                      octave[5] <= oct_below1;
                      octave[6] <= oct_below0;
                      octave[7] <= ref_in_reg;
                      octave[8] <= oct_above0;
                      end
                4'd7: begin
                      octave[0] <= oct_below7;
                      octave[1] <= oct_below6;
                      octave[2] <= oct_below5;
                      octave[3] <= oct_below4;
                      octave[4] <= oct_below3;
                      octave[5] <= oct_below2;
                      octave[6] <= oct_below1;
                      octave[7] <= oct_below0;
                      octave[8] <= ref_in_reg;
                      end   
                endcase
             end
     SCORE: begin
            STATE <= IDLE;
            if ((sung_in_reg == octave[0]) ||
                ((sung_in_reg >= octave[1]-15'd1) && (sung_in_reg <= octave[1]+15'd1)) ||
                ((sung_in_reg >= octave[2]-15'd2) && (sung_in_reg <= octave[2]+15'd2)) ||
                ((sung_in_reg >= octave[3]-15'd4) && (sung_in_reg <= octave[3]+15'd4)) ||
                ((sung_in_reg >= octave[4]-15'd8) && (sung_in_reg <= octave[4]+15'd8)) ||
                ((sung_in_reg >= octave[5]-15'd16) && (sung_in_reg <= octave[5]+15'd16)) ||
                ((sung_in_reg >= octave[6]-15'd32) && (sung_in_reg <= octave[6]+15'd32)) ||
                ((sung_in_reg >= octave[7]-15'd64) && (sung_in_reg <= octave[7]+15'd64)) ||
                ((sung_in_reg >= octave[8]-15'd128) && (sung_in_reg <= octave[8]+15'd128)))
                begin
                    score <= 4'd10;
                end 
            else if(((sung_in_reg >= octave[1]-15'd2) && (sung_in_reg <= octave[1]+15'd2)) ||
                    ((sung_in_reg >= octave[2]-15'd5) && (sung_in_reg <= octave[2]+15'd5)) ||
                    ((sung_in_reg >= octave[3]-15'd10) && (sung_in_reg <= octave[3]+15'd10)) ||
                    ((sung_in_reg >= octave[4]-15'd26) && (sung_in_reg <= octave[4]+15'd26)) ||
                    ((sung_in_reg >= octave[5]-15'd43) && (sung_in_reg <= octave[5]+15'd43)) ||
                    ((sung_in_reg >= octave[6]-15'd86) && (sung_in_reg <= octave[6]+15'd86)) ||
                    ((sung_in_reg >= octave[7]-15'd173) && (sung_in_reg <= octave[7]+15'd173)) ||
                    ((sung_in_reg >= octave[8]-15'd346) && (sung_in_reg <= octave[8]+15'd346)))
                begin
                    score <= 4'd7;
                end 
            else if(((sung_in_reg >= octave[3]-15'd12) && (sung_in_reg <= octave[3]+15'd12)) ||
                    ((sung_in_reg >= octave[4]-15'd55) && (sung_in_reg <= octave[4]+15'd55)) ||
                    ((sung_in_reg >= octave[5]-15'd86) && (sung_in_reg <= octave[5]+15'd86)) ||
                    ((sung_in_reg >= octave[6]-15'd128) && (sung_in_reg <= octave[6]+15'd128)) ||
                    ((sung_in_reg >= octave[7]-15'd215) && (sung_in_reg <= octave[7]+15'd215)) ||
                    ((sung_in_reg >= octave[8]-15'd650) && (sung_in_reg <= octave[8]+15'd650)))
                begin
                    score <= 4'd5;
                end 
            else
                score <= 4'd0;
            score_ready <= 1'b1;                                
            end 
     FINISH: begin
                STATE <=IDLE;
             end
endcase
end 
end    
endmodule
```
==> reports/metrics.yaml <==
timing:
  holdWs_ns: 0.479
  setup_viol: 0
  postLayoutSetupSlackWorst_ns: 7.22
  finalMaxSlewViolations: 0
  maxSlewHeadroom_pct: 26.7
  final.setup.tns_ns: 0
  period_used_pct: 49.1
  timing.fmax_mhz: 143
  skew_ns: 0.0314
  min_period_ns: 6.98
  rsz0062_at_grt: "false"
  hold_viol: 0
  tightest_slew_ns: 1.07
yosys:
  ys_seq_share_pct: 26.6
  synthesis.area_um2: 39200
  edf_count: 340
  ys_warn_count: 0
  ys.flop_type: "edfxtp_1"
  ys_cells: 4504
  synth.avg_cell_area_um2: 8.70
  ys_area_um2: 39200
  yosysUniqueCellTypes: 78
  synthArstFlopShare_pct: 0
  numSynthFlops: 350
  syn_inst: 4504
setup_path:
  worst-path-max-fanout: 69
  path_buffers: 3
  cp.arrival_ns: 7.20
  required_ns: 14.43
  cp-end-kind: "flop"
  reg2regPathDepth: 12
  cp-start-kind: "input port"
  cp_cell_sequence: "clkdlybuf4s50_1, and2_1, buf_4, nand2_4, nand2_1, nor2_1, nand2_1, nor2_1, nand2_4, buf_4"
  worst-setup-path-type: "input port to flop"
  reg2reg_from: "octave[6][9]"
  cp_top_family: "simple AND/OR/NAND/NOR gates"
  r2r-end: "score[2]"
  cp_slowest_cell: "clkdlybuf4s50_1"
  reg2reg_setup_slack_ns: 9.07
  slowest_delay_ns: 0.73
min_path:
  hold_end: "score_ready"
  hold_depth: 0
  hold_path_class: "flop to flop"
detailed_routing:
  avgRoutedWirePerCell_um: 23.9
  ant_nets: 0
  remaining_drc_errors: 0
  via_per_inst: 6.05
  num_vias: 34500
  drtIter0Drc: 3270
  drt_pass1_iterations: 8
  finalWirelength_um: 136000
cts:
  numCtsBuffers: 39
  clkTransAtPathRegs_ns: 0.06
  clock_latency_ns: 0.58
  clock_path_buffers: 3
  hold_buffers: 0
  h-tree-depth: 2
  cts_tree: "built"
  ctsResizeCount: 0
  root_buffer: "clkbuf_16"
  postCtsSetupBuffers: 0
  clkSinkCount: 350
die:
  ios: 39
  initial_utilization_pct: 40.5
  die_area_um2: 99200
  die_x_um: 315
  rows: 114
  coreArea_um2: 96900
  die_h_um: 315
flow_run:
  drv_cap: 0
  openroad.warnings: 74
layout:
  area_delta_synth_final_pct: 7.34
  fin_cells: 5706
  utilization_pct: 43.4
  drive_gt1_share_pct: 6.12
  nFillCells: 9283
  largest_reg_flops: 135
pwr:
  powerDensity_nw_per_um2: 76.9
  p_leak_nw: 16.6
  ir_drop_v: 0.0000954
place:
  dp_hpwl_um: 96900
  finalWeightedCongestion: 0.997
  dp.cells: 5636
  numPortBuffers: 38
  dpl_worst_slack_ns: 6.73
global_route:
  antenna_found_initial: 3
  grt_overflow: 0
  grt_pass1_vias: 33000
  grt_max_degree: 82
  gr-usage-all-layers_pct: 28.3
  grt_pass1_wl_um: 206000
run_status:
  outcome: "finished clean"
[per-layer routing]
| metal | vias up | part of all wire (%) | global-route usage [%] |
|---|---|---|---|
| li1 | 16600 | - | - |
| met1 | 16100 | 42 | 38.9 |
| met2 | 1477 | 43 | 41.4 |
| met3 | 299 | 11 | 9.93 |
| met4 | 4 | 4.9 | 11.6 |
| met5 | - | 0.017 | 0 |
[power breakdown]
group	internal [mW]	leakage [nW]	switching, mW	total [mW]
clock	0.545	0.575	0.429	0.974
combinational	0.366	12.7	0.514	0.880
sequential	1.23	3.35	0.151	1.38
total	2.14	16.6	1.09	3.23
[layout by cell type (no fill, tap or decap), drive strengths merged, types with 15 or more instances in the layout]
master / Yosys / final
a211oi: 130 / 130
a21o: 87 / 87
a21oi: 336 / 336
a221oi: 43 / 43
a222oi: 80 / 80
a31oi: 25 / 25
and2: 50 / 50
and3: 91 / 91
buf: 71 / 95
clkbuf: 220 / 48
clkdlybuf4s50: 0 / 38
clkinv: 16 / 30
conb: 1 / 15
edfxtp: 340 / 340
ha: 627 / 627
inv: 83 / 86
mux2: 84 / 84
nand2: 346 / 346
nand2b: 20 / 20
nand3: 106 / 106
nand4: 90 / 90
nor2: 454 / 454
nor2b: 38 / 38
nor3: 119 / 119
nor4: 33 / 33
o211ai: 41 / 41
o21a: 17 / 17
o21ai: 244 / 244
or2: 15 / 15
or3: 20 / 20
xnor2: 274 / 274
xor2: 208 / 208
[cell families after synthesis]
family | after synthesis | share of synthesized area [%]
AND-OR/OR-AND | 1134 | 18.9
other | 1 | 0.00957
XOR/XNOR | 482 | 10.8
multiplexers | 94 | 2.67
flip-flops | 350 | 26.6
adder cells (fa/ha/maj) | 627 | 20.0
buffers and inverters | 390 | 3.86
AND/OR/NAND/NOR | 1426 | 17.2
[cells in the mapped netlist (37+ instances only)]
master,number,area share (%)
xor2_1,208,4.6
inv_1,83,0.80
nand4_1,90,1.4
buf_1,50,0.48
edfxtp_1,340,26
a221oi_1,43,0.96
a21oi_1,336,4.3
clkbuf_1,220,2.1
and3_1,91,1.5
nor2_1,452,4.3
a211oi_1,130,2.5
nor3_1,118,1.5
ha_1,627,20
o21ai_0,242,3.1
and2_1,48,0.77
mux2_2,84,2.4
a21o_1,87,1.7
xnor2_1,274,6.1
a222oi_1,80,2.0
nor2b_1,37,0.59
o211ai_1,41,0.79
nand2_1,345,3.3
nand3_1,106,1.4
[worst max-delay path by stage]
stage | from | endpoint | slack, ns | cells after the start
final | enable | octave[1][1] | 7.22 | 10
after global routing | enable | octave[1][1] | 7.00 | 10
after CTS | enable | octave[1][1] | 7.32 | 10
[through the flow]
step / power, mW / area, um^2
CTS: 3.24 / 42100
detailed placement: 2.26 / 40900
floorplan: 1.97 / 39200
global placement: 2.25 / 40900
finish: 3.23 / 42100
global route: 3.40 / 42100
[final cells by class]
| class | count | area, um^2 | share of cell area (%) |
|---|---|---|---|
| Sequential cell | 350 | 10400 | 24.8 |
| Multi-Input combinational cell | 3778 | 27400 | 65.1 |
| Antenna cell | 1 | 2.50 | 0.00595 |
| Clock inverter | 21 | 176 | 0.419 |
| Tap cell | 1276 | 1600 | 3.80 |
| Clock buffer | 48 | 1010 | 2.40 |
| Inverter | 99 | 377 | 0.895 |
| Timing Repair Buffer | 133 | 1110 | 2.63 |
No activity file was given, so power comes from the tool's default toggle rates.
