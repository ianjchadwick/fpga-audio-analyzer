### ./constraint.sdc
current_design freq_loader

set clk_period 1.3
set clk_io_pct 0.2

create_clock -name clk0 -period $clk_period [get_ports {clk}]

set non_clock_inputs [all_inputs -no_clocks]
set_input_delay [expr $clk_period * $clk_io_pct] -clock clk0 $non_clock_inputs
set_output_delay [expr $clk_period * $clk_io_pct] -clock clk0 [all_outputs]
### ./run.sh
#!/bin/bash
# OpenROAD 26Q1-2900-gdf79404cd8, Yosys 0.63+post, stock flow scripts
make -C /OpenROAD-flow-scripts/flow DESIGN_CONFIG=/design/flow/config.mk WORK_HOME=/design/flow/orfs finish
### ./config.mk
export PLATFORM = sky130hd
export DESIGN_NAME = freq_loader
export DESIGN_NICKNAME = freq_loader
export VERILOG_FILES = /design/flow/design.v
export SDC_FILE = /design/flow/constraint.sdc
export NUM_CORES = 4
export LEC_CHECK = 1
export CORE_AREA = 10 10 70 70
export DIE_AREA = 0 0 80 80
export SYNTH_HDL_FRONTEND = slang
### ./design.v
`timescale 1ns / 1ps
module freq_loader(
    input clk,
          rst,
          start,
    output reg wr_en = 1'b0,
    output  [14:0] ref_freq,
            [14:0] song_freq);
localparam
IDLE = 3'b000,
LOAD = 3'b001,
FINISH = 3'b111;
reg [14:0] ref_frequencies  [5:0];
reg [14:0] song_frequencies [5:0];
reg [ 3:0] counter = 4'd0;
reg [ 2:0] STATE = 3'd0;
reg wr_delay_cntr = 1'b0;
initial begin
ref_frequencies[0] = 15'd440;  
song_frequencies[0] = 15'd440;  
ref_frequencies[1] = 15'd440;  
song_frequencies[1] = 15'd329;  
ref_frequencies[2] = 15'd440; 
song_frequencies[2] = 15'd390;  
ref_frequencies[3] = 15'd440;   
song_frequencies[3] = 15'd448;  
ref_frequencies[4] = 15'd440;  
song_frequencies[4] = 15'd462; 
ref_frequencies[5] = 15'd440;  
song_frequencies[5] = 15'd466; 
end
assign ref_freq = ref_frequencies[counter];
assign song_freq = song_frequencies[counter];    
always@(posedge clk)
begin
    case(STATE)
        IDLE: begin 
                if(start)
                begin
                    STATE <= LOAD;
                    wr_en <= 1'b1;
                end
                else
                    STATE <= IDLE;
              end 
        LOAD: begin
                if (counter >= 4'd5)
                    begin
                        STATE <= IDLE;
                        counter <= 4'd0;
                        wr_en <= 1'b0;
                    end
                else
                    begin
                        STATE <= LOAD;
                        wr_en <= 1'b1;
                        counter <= counter + 1;
                    end
              end
    endcase
end    
endmodule
==> run notes <==
fresh numbers from the pnr run: number of enable flip-flop cells 5, TritonCTS clock tree done, most instantiated logic cell after routing buf_4, total of max-cap violations 0, mean post-synth cell area 9.54 µm², outcome complete, but fails checks, area fraction in mux cells 1.27%, Total Wirelength 1830 µm, VDD IR-drop max 1.02 mV, Unique cell types 32, final worst slack -242 ps, deepest clock path buffer count 2, antenna violations before repair 0, most common logic cells in the final layout buf_4 (25), conb_1 (22), dfxtp_1 (10), CP max FO 5, RSZ-0062 raised after global routing true, Total Power 0.00170 W, first-pass GRT wire length 3030 µm, via count of the first global-routing pass 651, Synth Area in Compound Gates 14.0%, fillcell total 343, Register Area 350 µm², Place WS -289 ps, total die area 0.00640 mm², failing checks negative setup slack, fin area 0.00121 mm², # IOs 34, clk_skew 2.78 ps, H-Tree Depth 1, Core Util, Final 35.5%, Lkg Pwr 0.524 nW, largest net degree at the start of global routing 12, Vias 666, fa+ha+maj area frac 4.23%, Worst Hold Depth 2, Overflow after GRT 0, clock sinks 15, Reg clk slew, reported paths 90 ps, Final Hold Vio Count 0, crit path time final 1540 ps, core area 0.00342 mm², Max Freq 649 MHz, Site Rows 21, Min-Delay Path Class register to register, ys cells 93, Startpoint Class register, Total GRT Usage 5.68%, IO buf count 10, Synth Register Bits 15, Crit Path Category register to register, yosys simple share 15.2%, clk root buf clkbuf_4, CTS Buf Count 3, drt wl/cell 10.5 µm, drt pass-1 iters 4, GPL Wtd Cong 0.830, Worst Path Arrival 1730 ps, dominant register cell dfxtp_1, layout cell share with drive strength beyond 1 34.4%, Dominant combinational family buffers and inverters, DRT iter0 DRCs 77, async set-reset flop share out of synthesis 0%, Die W 80 µm, reg2reg path depth 7, Area Growth Syn to Fin 36.7%, worst skew pair latency 280 ps, HPWL Detailed 1360 µm, Routed Antenna Nets 0, PwrDens 1400 mW/mm², combinational gate area 477 µm², Post-synth seq share 39.5%, # DRC 0, Post-Syn Instances 93, count of final max-slew check failures 0, tool warnings 31, Yosys Warn Count 0, YS chip area 887 µm², DP Area 0.00109 mm², CP endpoint kind register, # setup viols final 15, final period utilization 119%, final hold slack 500 ps, Worst EP required 1490 ps, n_diodes 0, Die Y-Extent 80 µm, Avg Vias per Cell 3.83, fp_density 26.0%, Syn Std Cell Area 887 µm², XOR Share, Synth 0.987%
per-layer routing:
metal  routed length [µm]  GRT usage [%]
met1                  832           7.42
met2                  834           8.91
met3                  160           2.61
met4                    0          0.176
met5                    0              0
synthesized netlist by cell type (all sizes together), types with 2 or more instances:
| library cell | count | area (µm²) |
|---|---|---|
| nand2b | 2 | 20.0 |
| inv | 3 | 11.3 |
| conb | 2 | 7.51 |
| edfxtp | 5 | 150 |
| nor2 | 6 | 22.5 |
| and2 | 2 | 12.5 |
| buf | 24 | 188 |
| dfxtp | 10 | 200 |
| nand2 | 8 | 30.0 |
| ha | 3 | 37.5 |
| o211ai | 2 | 15.0 |
| nand3 | 2 | 10.0 |
| o22ai | 3 | 18.8 |
| a2bb2oi | 2 | 17.5 |
| o21ai | 4 | 20.0 |
path summary, 6_finish.rpt:
kind              start           end  slack [ps]
max          counter[0]  song_freq[1]        -240
min            STATE[0]      STATE[0]         500
max reg2reg  counter[0]  song_freq[1]        -240
min reg2reg    STATE[0]      STATE[0]         500
area by class of cell:
| class | count | share of cell area (%) |
|---|---|---|
| Multi-Input combinational cell | 70 | 39.3 |
| Sequential cell | 15 | 28.9 |
| Timing Repair Buffer | 36 | 23.7 |
| Tap cell | 46 | 4.75 |
| Clock buffer | 4 | 2.17 |
| Inverter | 3 | 1.14 |
worst max-delay path, stage by stage (launching register included):
cell	delay, ps
edfxtp_1	420
buf_6	160
inv_4	60
ha_4	130
nand2b_4	60
a21o_4	230
or3_4	330
o311ai_1	70
through the flow:
stage               setup TNS (ps)  std cells
floorplan                     -997        113
global placement             -2760        162
detailed placement           -3090        162
finish                       -2260        174
CTS                          -2050        173
global route                 -3230        174
state kept, by name (all words and copies together), names as in the netlist:
signal and cells:
wr_en 1, STATE 2, counter 4, song_freq 8
where the power goes:
part / switching, W / internal (W)
logic: 0.000293 / 0.000440
registers: 0.0000732 / 0.000627
clock network: 0.000143 / 0.000119
cells by family after synthesis:
family	Yosys count
adders and majority gates	3
DFF	15
xor gates and xnor gates	1
buffers and inverters	28
muxes	1
and+or+nand+nor	26
other	2
AOI/OAI and AO/OA	17
what timing repair did:
item / in CTS / in global routing
setup endpoints to repair: 24 / 15
setup buffers: 7 / 1
resized: 18 / 2
hold buffers: 0 / 0
pin swaps: 5 / 1
Power and IR drop assume default switching activity.
